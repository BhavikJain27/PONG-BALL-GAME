`flow/run.sh`:
```
#!/bin/bash
# OpenROAD 26Q1-2900-gdf79404cd8, Yosys 0.63+post, stock flow scripts
make -C /OpenROAD-flow-scripts/flow DESIGN_CONFIG=/design/flow/config.mk WORK_HOME=/design/flow/orfs finish
```
`flow/config.mk`:
```
export PLATFORM = sky130hd
export DESIGN_NAME = top
export DESIGN_NICKNAME = top
export VERILOG_FILES = /design/flow/design.v
export SDC_FILE = /design/flow/constraint.sdc
export NUM_CORES = 4
export LEC_CHECK = 1
export CORE_UTILIZATION = 50
```
`flow/constraint.sdc`:
```
current_design top

set clk_period 1.5
set clk_io_pct 0.2

create_clock -name clk0 -period $clk_period [get_ports {clk_100MHz}]

set non_clock_inputs [all_inputs -no_clocks]
set_input_delay [expr $clk_period * $clk_io_pct] -clock clk0 $non_clock_inputs
set_output_delay [expr $clk_period * $clk_io_pct] -clock clk0 [all_outputs]
```
`flow/design.v`:
```
`timescale 1ns / 1ps
module debounceckt(
    input clk,       
    input btn_in,
    output btn_out
    );
    reg r1, r2, r3;
    always @(posedge clk) begin
        r1 <= btn_in;
        r2 <= r1;
        r3 <= r2;
    end
    assign btn_out = r3;
endmodule
`timescale 1ns / 1ps
module pixel_generator(
    input clk,  
    input reset,    
    input up,
    input down,
    input video_on,
    input [9:0] x,
    input [9:0] y,
    output reg [11:0] rgb
    );
    parameter X_MAX = 639;
    parameter Y_MAX = 479;
    wire refresh_tick;
    assign refresh_tick = ((y == 481) && (x == 0)) ? 1 : 0;  
    parameter X_WALL_L = 32;    
    parameter X_WALL_R = 39;     
    parameter X_PAD_L = 600;
    parameter X_PAD_R = 603;     
    wire [9:0] y_pad_t, y_pad_b;
    parameter PAD_HEIGHT = 72;   
    reg [9:0] y_pad_reg, y_pad_next;
    parameter PAD_VELOCITY = 3;      
    parameter BALL_SIZE = 8;
    wire [9:0] x_ball_l, x_ball_r;
    wire [9:0] y_ball_t, y_ball_b;
    reg [9:0] y_ball_reg, x_ball_reg;
    wire [9:0] y_ball_next, x_ball_next;
    reg [9:0] x_delta_reg, x_delta_next;
    reg [9:0] y_delta_reg, y_delta_next;
    parameter BALL_VELOCITY_POS = 2;
    parameter BALL_VELOCITY_NEG = -2;
    wire [2:0] rom_addr, rom_col;    
    reg [7:0] rom_data;              
    wire rom_bit;                    
    always @(posedge clk or posedge reset)
        if(reset) begin
            y_pad_reg <= 0;
            x_ball_reg <= 0;
            y_ball_reg <= 0;
            x_delta_reg <= 10'h002;
            y_delta_reg <= 10'h002;
        end
        else begin
            y_pad_reg <= y_pad_next;
            x_ball_reg <= x_ball_next;
            y_ball_reg <= y_ball_next;
            x_delta_reg <= x_delta_next;
            y_delta_reg <= y_delta_next;
        end
    always @*
        case(rom_addr)
            3'b000 :    rom_data = 8'b00111100;  
            3'b001 :    rom_data = 8'b01111110;  
            3'b010 :    rom_data = 8'b11111111;  
            3'b011 :    rom_data = 8'b11111111;  
            3'b100 :    rom_data = 8'b11111111;  
            3'b101 :    rom_data = 8'b11111111;  
            3'b110 :    rom_data = 8'b01111110;  
            3'b111 :    rom_data = 8'b00111100;  
        endcase
    wire wall_on, pad_on, sq_ball_on, ball_on;
    wire [11:0] wall_rgb, pad_rgb, ball_rgb, bg_rgb;
    assign wall_on = ((X_WALL_L <= x) && (x <= X_WALL_R)) ? 1 : 0;
    assign wall_rgb = 12'hAAA;       
    assign pad_rgb = 12'hAAA;        
    assign ball_rgb = 12'hFFF;       
    assign bg_rgb = 12'h111;        
    assign y_pad_t = y_pad_reg;                              
    assign y_pad_b = y_pad_t + PAD_HEIGHT - 1;               
    assign pad_on = (X_PAD_L <= x) && (x <= X_PAD_R) &&      
                    (y_pad_t <= y) && (y <= y_pad_b);
    always @* begin
        y_pad_next = y_pad_reg;      
        if(refresh_tick)
            if(up & (y_pad_t > PAD_VELOCITY))
                y_pad_next = y_pad_reg - PAD_VELOCITY;   
            else if(down & (y_pad_b < (Y_MAX - PAD_VELOCITY)))
                y_pad_next = y_pad_reg + PAD_VELOCITY;   
    end
    assign x_ball_l = x_ball_reg;
    assign y_ball_t = y_ball_reg;
    assign x_ball_r = x_ball_l + BALL_SIZE - 1;
    assign y_ball_b = y_ball_t + BALL_SIZE - 1;
    assign sq_ball_on = (x_ball_l <= x) && (x <= x_ball_r) &&
                        (y_ball_t <= y) && (y <= y_ball_b);
    assign rom_addr = y[2:0] - y_ball_t[2:0];    
    assign rom_col = x[2:0] - x_ball_l[2:0];     
    assign rom_bit = rom_data[rom_col];          
    assign ball_on = sq_ball_on & rom_bit;       
    assign x_ball_next = (refresh_tick) ? x_ball_reg + x_delta_reg : x_ball_reg;
    assign y_ball_next = (refresh_tick) ? y_ball_reg + y_delta_reg : y_ball_reg;
    always @* begin
        x_delta_next = x_delta_reg;
        y_delta_next = y_delta_reg;
        if(y_ball_t < 1)                                             
            y_delta_next = BALL_VELOCITY_POS;                        
        else if(y_ball_b > Y_MAX)                                    
            y_delta_next = BALL_VELOCITY_NEG;                        
        else if(x_ball_l <= X_WALL_R)                                
            x_delta_next = BALL_VELOCITY_POS;                        
        else if((X_PAD_L <= x_ball_r) && (x_ball_r <= X_PAD_R) &&
                (y_pad_t <= y_ball_b) && (y_ball_t <= y_pad_b))      
            x_delta_next = BALL_VELOCITY_NEG;                        
    end                    
    always @*
        if(~video_on)
            rgb = 12'h000;       
        else
            if(wall_on)
                rgb = wall_rgb;      
            else if(pad_on)
                rgb = pad_rgb;       
            else if(ball_on)
                rgb = ball_rgb;      
            else
                rgb = bg_rgb;        
endmodule
`timescale 1ns / 1ps
`timescale 1ns / 1ps
module top(
    input clk_100MHz,        
    input reset,             
    input up,                
    input down,              
    output hsync,            
    output vsync,            
    output [11:0] rgb        
    );
    wire w_reset, w_up, w_down, w_vid_on, w_p_tick;
    wire [9:0] w_x, w_y;
    reg [11:0] rgb_reg;
    wire [11:0] rgb_next;
    vga_controller vga(.clk_100MHz(clk_100MHz), .reset(w_reset), .video_on(w_vid_on),
                       .hsync(hsync), .vsync(vsync), .p_tick(w_p_tick), .x(w_x), .y(w_y));
    pixel_generator pg(.clk(clk_100MHz), .reset(w_reset), .up(w_up), .down(w_down), 
                 .video_on(w_vid_on), .x(w_x), .y(w_y), .rgb(rgb_next));
    debounceckt dbR(.clk(clk_100MHz), .btn_in(reset), .btn_out(w_reset));
    debounceckt dbU(.clk(clk_100MHz), .btn_in(up), .btn_out(w_up));
    debounceckt dbD(.clk(clk_100MHz), .btn_in(down), .btn_out(w_down));
    always @(posedge clk_100MHz)
        if(w_p_tick)
            rgb_reg <= rgb_next;
    assign rgb = rgb_reg;
endmodule
`timescale 1ns / 1ps
module vga_controller(
    input clk_100MHz,   
    input reset,        
    output video_on,    
    output hsync,       
    output vsync,       
    output p_tick,       
    output [9:0] x,     
    output [9:0] y      
    );
    parameter HD = 640;              
    parameter HF = 48;               
    parameter HB = 16;               
    parameter HR = 96;               
    parameter HMAX = HD+HF+HB+HR-1;  
    parameter VD = 480;              
    parameter VF = 10;               
    parameter VB = 33;               
    parameter VR = 2;                
    parameter VMAX = VD+VF+VB+VR-1;  
	reg  [1:0] r_25MHz;
	wire w_25MHz;
	always @(posedge clk_100MHz or posedge reset)
		if(reset)
		  r_25MHz <= 0;
		else
		  r_25MHz <= r_25MHz + 1;
	assign w_25MHz = (r_25MHz == 0) ? 1 : 0;  
    reg [9:0] h_count_reg, h_count_next;
    reg [9:0] v_count_reg, v_count_next;
    reg v_sync_reg, h_sync_reg;
    wire v_sync_next, h_sync_next;
    always @(posedge clk_100MHz or posedge reset)
        if(reset) begin
            v_count_reg <= 0;
            h_count_reg <= 0;
            v_sync_reg  <= 1'b0;
            h_sync_reg  <= 1'b0;
        end
        else begin
            v_count_reg <= v_count_next;
            h_count_reg <= h_count_next;
            v_sync_reg  <= v_sync_next;
            h_sync_reg  <= h_sync_next;
        end
    always @(posedge w_25MHz or posedge reset)       
        if(reset)
            h_count_next = 0;
        else
            if(h_count_reg == HMAX)                  
                h_count_next = 0;
            else
                h_count_next = h_count_reg + 1;         
    always @(posedge w_25MHz or posedge reset)
        if(reset)
            v_count_next = 0;
        else
            if(h_count_reg == HMAX)                  
                if((v_count_reg == VMAX))            
                    v_count_next = 0;
                else
                    v_count_next = v_count_reg + 1;
    assign h_sync_next = (h_count_reg >= (HD+HB) && h_count_reg <= (HD+HB+HR-1));
    assign v_sync_next = (v_count_reg >= (VD+VB) && v_count_reg <= (VD+VB+VR-1));
    assign video_on = (h_count_reg < HD) && (v_count_reg < VD);  
    assign hsync  = h_sync_reg;
    assign vsync  = v_sync_reg;
    assign x      = h_count_reg;
    assign y      = v_count_reg;
    assign p_tick = w_25MHz;
endmodule
```
==> impl_metrics.csv <==
group,metric,value,unit
detailed_routing,drc,0,
critical_path,critPathRequiredTime,1700,ps
power_and_ir_drop,vdd_drop_max,0.498,mV
critical_path,r2r.worst_path.cells,11,
critical_path,arrival,2850,ps
logic_synthesis,topCellsByArea,"dfrtp_1 (28%), ha_1 (19%), xnor2_1 (5.7%)",
flow_run,warnings,38,
logic_synthesis,synth_chip_area,6500,um2
grt,antenna_found_initial,0,
logic_synthesis,netlist.area_leader.share,0.285,
floorplan,io_pins,18,
cells_and_area,drive_gt1_frac,0.363,
critical_path,crit_chain,"nor4_1, nor3_1, xnor2_1, buf_4, ha_1, and3_1, nand4_1, o21ai_1, o22ai_1, a21oi_2, nor2b_2",
final_timing,finClkSkew,5.53,ps
critical_path,reg2reg_from,"pg.y_pad_reg[1]",
final_timing,setup_viol,33,
critical_path,critPathLaunch,"pg.y_pad_reg[1]",
critical_path,cp_slowest_cell,"dfrtp_2",
final_timing,period_needed,2650,ps
grt,first_global_vias,5946,
critical_path,reg2reg_setup_slack,-1150,ps
critical_path,critPathMaxStageDelay,450,ps
logic_synthesis,synth_dominant_cell_count,"ha_1",
final_timing,hold_ws,320,ps
final_timing,final.setup.worst_slack,-1150,ps
placement,dp_slack,-1130,ps
power_and_ir_drop,p_sw_frac,0.207,
status,failed_checks,"setup timing",
logic_synthesis,ys_seq_frac,0.326,
clock_tree,clk_pin_slew_worst_paths,60,ps
logic_synthesis,yosys_register_bits,86,
power_and_ir_drop,clockPowerShare,0.549,
power_and_ir_drop,powerDensity,451,nW/um2
flow_run,cap_violations,0,
placement,io_buffers,17,
placement,dpl.hpwl,13800,um
logic_synthesis,ys_warn_count,4,
grt,grt_max_degree,75,
final_timing,fin_tns_setup,-20260,ps
power_and_ir_drop,p_comb_frac,0.021,
logic_synthesis,syn_area_per_cell,9.06,um2
floorplan,dieWidth,116,um
floorplan,row_count,41,
worst_hold_path,hold_class,"reg -> async",
status,outcome,"finished, violations left",
critical_path,regToRegEndpoint,"rgb_reg[8]",
clock_tree,root_buffer,"clkbuf_16",
logic_synthesis,syn_inst,718,
detailed_routing,antenna_cells,0,
logic_synthesis,edf_count,3,
final_timing,unconstrained_endpoints,40,
clock_tree,cts_buffer_depth,2,
floorplan,die_area,13500,um2
critical_path,endpoint,"rgb_reg[8]",
final_timing,rsz0062_at_grt,"true",
final_timing,final-hold-violation-count,0,
final_timing,period_used_share,1.76,
final_timing,relSlewSlack,0.604,
cells_and_area,fillCellCount,862,
detailed_routing,antenna_left,0,
clock_tree,clock_latency,350,ps
final_timing,max_slew.worst_pin.slew,590,ps
logic_synthesis,ys_cells,718,
floorplan,core,12700,um2
detailed_routing,wl,18300,um
detailed_routing,first_iter_violations,406,
critical_path,start_kind,"flop",
final_timing,max_freq,0.378,GHz
logic_synthesis,synth_cell_types,66,
logic_synthesis,ff_type,"dfrtp_1",
logic_synthesis,largest_area_cell,"dfrtp_1",
floorplan,fp-utilization,0.513,
detailed_routing,viasPerCell,5.46,
detailed_routing,routedWlPerCell,16.6,um
clock_tree,h-tree-depth,3,
logic_synthesis,synthTopCellsByCount,"ha_1 (97), dfrtp_1 (74), nand2_1 (73), o21ai_0 (49), nor2_1 (46)",
power_and_ir_drop,pwr-share-seq,0.430,
detailed_routing,firstDrtPassIters,4,
grt,grt_pass1_wl,29700,um
power_and_ir_drop,p_int,3.33,mW
logic_synthesis,async_flop_share,0.860,
placement,gp_congestion,0.927,
grt,track_usage,0.298,
final_timing,unclocked_pins,20,
critical_path,critical_path_class,"reg -> reg",
clock_tree,numCtsBuffers,9,
cells_and_area,syn2layout_area_growth,43.0,%
grt,grt_overflow,0,
clock_tree,cts_tree,"yes",
floorplan,die.size.y,116,um
final_timing,slew_viol_final,0,
power_and_ir_drop,leakage,4.44,nW
critical_path,cp_max_fo,5,
logic_synthesis,syn_area,6500,um2
detailed_routing,vias,6027,
power_and_ir_drop,p_switching,0.868,mW
critical_path,end_kind,"flop",
logic make-up after synthesis:
logic type / share of synthesized area
flip-flops: 0.326
AND-OR/OR-AND: 0.152
XOR/XNOR: 0.0889
multiplexers: 0.00327
adder cells (fa/ha/maj): 0.196
AND/OR/NAND/NOR: 0.183
buffers and inverters: 0.0514
power groups by stage:
stage	logic, mW	registers (mW)	clock network, mW
6_report	0.0880	1.81	2.30
5_1_grt	0.0999	1.81	2.42
4_1_cts	0.0892	1.81	2.34
metrics by stage:
| step | cell area, um2 | instances | utilization | power [mW] |
|---|---|---|---|---|
| after floorplan | 6710 | 718 | - | 1.88 |
| after global placement | 8270 | 1060 | 0.653 | 1.92 |
| after detailed placement | 8270 | 1060 | 0.653 | 1.92 |
| after CTS | 9050 | 1099 | 0.714 | 4.23 |
| after global routing | 9300 | 1104 | 0.734 | 4.32 |
| final | 9300 | 1104 | 0.734 | 4.20 |
cell type report:
class,count,area [um2],share of cell area
Clock buffer,12,246,0.0265
Sequential cell,86,2130,0.229
Timing Repair Buffer,230,1890,0.203
Tap cell,172,215,0.0231
Multi-Input combinational cell,560,4580,0.493
Inverter,40,161,0.0174
Clock inverter,4,75.1,0.00807
worst max-delay path, delay by kind of cell (launching register included):
kind / cells / cell delay [ps]
compound gates: 3 / 420
xor+xnor: 1 / 150
fa+ha+maj: 1 / 310
buf+inv: 1 / 160
flops: 1 / 450
simple gates: 5 / 1020
how the worst min path moves through the flow:
| stage | cells after the start | end | slack (ps) | from |
|---|---|---|---|---|
| after global routing | 0 | dbD.r3 | 330 | dbD.r2 |
| final | 2 | vga.v_count_reg[5] | 320 | dbR.r3 |
| after CTS | 0 | dbD.r3 | 330 | dbD.r2 |
per-layer routing:
metal	up-vias	global-route usage	wire, um
met3	39	0.0586	874
met5	-	0	0
met1	2866	0.429	8440
met4	0	0.0624	539
li1	2986	-	-
met2	136	0.480	8440
timing repair:
item                       in CTS  in global routing
gates cloned                    2                  0
setup endpoints to repair      42                 39
buffers inserted               22                  8
hold buffers                    0                  0
resized                        74                 44
pin swaps                      43                 44
placed cells by master (no fill, tap or decap), types with 7 or more instances in the layout:
cell | netlist | routed
buf_6 | 3 | 15
nor3_1 | 19 | 15
clkbuf_16 | 0 | 9
a21o_1 | 11 | 11
nor2_1 | 46 | 43
o21ai_1 | 1 | 14
nand2_1 | 73 | 63
xnor2_2 | 0 | 9
o211ai_1 | 8 | 8
o21ai_0 | 49 | 31
dfrtp_2 | 0 | 7
dlygate4sd2_1 | 0 | 9
nand2_2 | 1 | 9
xnor2_1 | 42 | 32
xor2_1 | 24 | 21
a21oi_2 | 0 | 9
nand4_1 | 19 | 19
a21oi_1 | 35 | 26
ha_4 | 0 | 8
nand3_1 | 21 | 15
buf_4 | 9 | 193
nor4_1 | 14 | 11
dfxtp_1 | 9 | 9
nand2b_1 | 9 | 9
dfrtp_1 | 74 | 67
ha_1 | 97 | 89
inv_1 | 40 | 32
Power figures rest on the tool's default switching activity, not on a simulated workload.
